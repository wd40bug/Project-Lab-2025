==> design.v <==
`timescale 1ns/1ps
module ClawServo #(
  parameter integer PERIOD_COUNT = 21'd2_000_000,
  parameter integer STEP_SIZE = 1,
  parameter integer STEP_BITS = 4
)(
  input  wire       clk,      
  input  wire[1:0]  ctrl,     
  output wire       pwm_out,   
  output wire        static
);
  localparam integer NEUTRAL_TICKS = 21'd150_000;
  localparam integer CLOSE_TICKS = 21'd200_000;
  reg [20:0] goal;
  reg [STEP_BITS:0] counter = 0;
  reg [20:0] pw_ctrl = NEUTRAL_TICKS;
  wire [20:0] pw;
  assign static = goal == pw_ctrl;
  assign pw = goal != 0 ?  pw_ctrl : 0;
  always @(posedge clk) begin 
    case (ctrl)
      2'b00: goal=0;
      2'b01: goal= CLOSE_TICKS;
      2'b10: goal= CLOSE_TICKS;
      2'b11: goal= NEUTRAL_TICKS;
    endcase
    if (goal != 0 && goal != pw_ctrl) begin 
      if (counter == 0) begin 
        if (pw_ctrl > goal) begin 
          pw_ctrl =pw_ctrl - STEP_SIZE;
        end else begin 
          pw_ctrl = pw_ctrl + STEP_SIZE;
        end
      end
      counter = counter + 1;
    end
  end
  ServoPWM #(
    .PERIOD_COUNT(PERIOD_COUNT)
  ) pwmgen (
    .clk              (clk),
    .pulse_width_count(pw),
    .pwm_out          (pwm_out)
  );
endmodule
`timescale 1ns/1ps
module ServoPWM #(
  parameter integer PERIOD_COUNT = 21'd2_000_000   
)(
  input  wire        clk,                
  input  wire [20:0] pulse_width_count,  
  output reg         pwm_out = 1'b0      
);
  reg [20:0] counter = 1;
  always @(posedge clk) begin
    if (counter >= PERIOD_COUNT)
      counter <= 1;
    else
      counter <= counter + 1;
    pwm_out <= (counter < pulse_width_count);
  end
endmodule
==> run.sh <==
#!/bin/bash
# OpenROAD 26Q1-2900-gdf79404cd8, Yosys 0.63+post, stock flow scripts
make -C /OpenROAD-flow-scripts/flow DESIGN_CONFIG=/design/flow/config.mk WORK_HOME=/design/flow/orfs finish
==> config.mk <==
export PLATFORM = sky130hd
export DESIGN_NAME = ClawServo
export DESIGN_NICKNAME = ClawServo
export VERILOG_FILES = /design/flow/design.v
export SDC_FILE = /design/flow/constraint.sdc
export NUM_CORES = 4
export LEC_CHECK = 1
export CORE_UTILIZATION = 50
==> constraint.sdc <==
current_design ClawServo

set clk_period 12.6
set clk_io_pct 0.2

create_clock -name clk0 -period $clk_period [get_ports {clk}]

set non_clock_inputs [all_inputs -no_clocks]
set_input_delay [expr $clk_period * $clk_io_pct] -clock clk0 $non_clock_inputs
set_output_delay [expr $clk_period * $clk_io_pct] -clock clk0 [all_outputs]
==> metrics.log <==
[flow] summary of implementation run
[metrics] standard-cell rows: 31
[metrics] critical path's slowest cell: a311oi_2
[metrics] final worst clock skew: 9.79 ps
[metrics] Diodes inserted: 0
[metrics] category of the worst setup path launch point: input pin
[metrics] pin count of the biggest net entering global routing: 22
[metrics] Root Driver: clkbuf_8
[metrics] DRC violation total after the first TritonRoute iteration: 139
[metrics] sequential-to-total area share from yosys stat: 34.1%
[metrics] TritonCTS clock tree: yes
[metrics] maximum buffer depth of the clock tree: 2
[metrics] post-layout period usage of the worst path: 52.9%
[metrics] core outline area: 7250 um2
[metrics] count of filler cells inserted in the layout: 645
[metrics] unrepaired setup endpoints after global routing: false
[metrics] Worst setup EP type: register
[metrics] worst setup slack before clock tree synthesis: 5660 ps
[metrics] critical path cell sequence: clkdlybuf4s50_1, ha_1, inv_1, ha_1, a211o_1, a21oi_1, o21ai_1, a2111o_1, nor2_1, nor2_1, buf_4, ha_1, a21oi_1, nor2b_1, o21a_1, a311oi_2, o221ai_1, xor2_1
[metrics] syn avg cell area: 9.12 um2
[metrics] first-pass GRT wire length: 13,200 um
[metrics] area overhead of the layout relative to synthesis: 6.76%
[metrics] vias in the first global route: 2,708
[metrics] summed area of non-filler cells in the final layout: 4010 um2
[metrics] count of pins over their slew limit: 0
[metrics] placement-stage cell area: 3910 um2
[metrics] Distinct lib cells used: 49
[metrics] arrival time at the worst endpoint: 6720 ps
[metrics] Routed wire per std cell: 15.1 um
[metrics] type of the most critical hold path: reg2reg
[metrics] worst slack on hold paths: 521 ps
[metrics] actual slew at the worst max-slew pin: 669 ps
[metrics] # clock sinks: 51
[metrics] sequential power share: 51.8%
[metrics] longest individual stage delay on the worst path: 490 ps
[metrics] total setup buffers inserted after CTS: 0
[metrics] flops out of synthesis: 51
[metrics] Worst path most repeated cell: ha_1
[metrics] Late-Pin Clk Latency: 300 ps
[metrics] run status: finished clean
[metrics] Pwr Density: 99.8 nW/um2
[metrics] critical path type: in2reg
[metrics] Largest cells by area: edfxtp_1 21%, ha_1 17%, dfxtp_1 13%
[metrics] fraction of synthesized cell area taken by the top area cell type: 20.8%
[metrics] flop2flop setup slack: 8360 ps
[metrics] final RePlAce weighted congestion: 0.874
[metrics] async set or reset register ratio after synthesis: 0%
[metrics] Most used DFF post-synth: edfxtp_1
[metrics] warnings from Yosys: 2
[metrics] Power Total: 0.000400 W
[metrics] minimum clock period after layout: 6670 ps
[metrics] total of endpoints with negative setup slack in the final report: 0
[metrics] Mapped Area: 3760 um2
[metrics] part of the total power dissipated in the clock network: 27.1%
[metrics] MI comb area: 2350 um2
[metrics] highest achievable clock rate: 0.150 GHz
[metrics] post-route antenna net violation count: 0
[metrics] switching portion of total power: 29.2%
[metrics] Syn Inst Count: 412
[metrics] initial antenna violation count: 0
[metrics] tool warnings: 30
[metrics] Detail Placement HPWL: 5880 um
[metrics] total via count in the routed design: 2,902
[metrics] all-layer global routing usage: 22.7%
[metrics] number of remaining DRC errors: 0
[metrics] I/O pin cnt: 5
[metrics] CTS resizes: 0
[metrics] Post-CTS Hold Buffers: 0
[metrics] sequential cell area: 1280 um2
[metrics] Peak VDD IR: 79.5 uV
[metrics] Hold Path Cell Cnt: 1
[metrics] first drt pass iteration count: 5
[metrics] headroom to the max-slew limit: 55.2%
[metrics] Final Hold Viols: 0
[metrics] smallest setup slack after layout: 5930 ps
[metrics] Via-to-Cell Ratio: 5.61
[metrics] y dimension of the die: 88.7 um
[metrics] combinational power share: 21.1%
[metrics] CTS clk-pin slew, worst paths: 100 ps
[metrics] CP required: 12,660 ps
[metrics] library cell occupying the most area in the post-synthesis netlist: edfxtp_1
[metrics] count of library flops with an enable pin: 26
[metrics] cell internal pwr: 0.000283 W
[metrics] max-cap violation count: 0
[metrics] static leakage: 1.72 nW
[metrics] worst r2r path cells: 15
[metrics] H-tree depth: 2
[metrics] share of layout cells above drive strength 1: 4.07%
[metrics] cell total in the yosys stat output: 412
[metrics] overall die area: 7860 um2
[metrics] Total Negative Setup Slacks: 0 ps
[metrics] Net Switching: 0.000117 W
[metrics] Horiz. Die Dim: 88.7 um
[metrics] synthesis area per yosys: 3760 um2
[metrics] TritonCTS Buffers: 5
[metrics] crit-path max FO: 20
[metrics] final routed wirelength across all metal layers: 7810 um
[metrics] floorplan-stage core utilization: 51.8%
[metrics] number of port buffers: 4
[metrics] Remaining Overflow, GRT: 0
-- metrics by stage --
step,utilization (%),instances
4_1_cts,55.3,517
3_5_place_dp,53.9,509
3_3_place_gp,53.9,509
6_report,55.3,517
5_1_grt,55.3,517
2_1_floorplan,-,412
-- layer usage --
metal / GRT usage (%) / part of all wire, % / vias to the layer above
met5: 0 / 0 / -
met4: 5.28 / 2.4 / 0
met3: 4.54 / 5.3 / 18
met2: 33.8 / 42 / 60
met1: 35.4 / 50 / 1300
li1: - / - / 1524
-- cell usage in the layout (no fill, tap or decap), types with 2 or more instances in the layout --
cell type and instances:
o211ai_1 5, a21oi_2 2, and3_1 10, or4_1 2
a2111oi_0 2, nor3_1 6, and4_1 3, o31ai_1 4
edfxtp_1 26, buf_4 3, nand3b_1 2, dfxtp_1 25
nor2_1 40, nand4_1 12, inv_1 24, o21ai_1 5
a21o_1 13, a31oi_1 4, a21oi_1 17, clkdlybuf4s50_1 4
nand2_1 38, o221ai_1 2, a211oi_1 4, or3_1 2
nand2b_1 2, clkbuf_8 5, nor2b_1 4, o21a_1 3
ha_1 52, nand3_1 22, xnor2_1 16, xor2_1 24
nand4b_1 2, nor4_1 6, o21ai_0 9
-- worst max-delay path: cells and delay by family --
kind / cells / cell delay, ps
compound gates: 8 / 2090
xor+xnor: 1 / 170
fa+ha+maj: 3 / 910
buf+inv: 3 / 800
simple gates: 3 / 230
-- sequential cells by signal, indices dropped and copies added (netlist names) --
signal          count
pwmgen.counter     21
counter             5
pwmgen.pwm_out      1
pw_ctrl            21
goal                3
-- cell families (layout without fill, tap and decap cells) --
family / after synthesis / count (layout) / share of synthesized area (%)
simple gates: 155 / 155 / 20.4
compound gates: 79 / 79 / 14.7
fa+ha+maj: 53 / 53 / 17.9
flops: 51 / 51 / 34.1
xor+xnor: 40 / 40 / 9.33
buf+inv: 33 / 39 / 3.36
mux: 1 / 1 / 0.266
-- worst paths after layout --
check / start / to
worst max-delay path: ctrl[0] / pw_ctrl[17]
worst min-delay path: pwmgen.counter[0] / pwmgen.counter[0]
worst max register to register: pw_ctrl[14] / pw_ctrl[17]
worst min register to register: pwmgen.counter[0] / pwmgen.counter[0]
-- power by group through the flow --
stage                 sequential, W  clock [W]  combinational [W]
final                      0.000207   0.000109          0.0000844
after global routing       0.000210   0.000119          0.0000968
after CTS                  0.000207   0.000113          0.0000845
-- Yosys cell counts, types with 2 or more instances --
master	instances
clkbuf_1	7
nor2_1	40
nand4_1	12
and4_1	3
o221ai_1	2
o21ai_1	5
ha_1	52
o21ai_0	9
nand2b_1	2
o31ai_1	4
a31oi_1	4
nor4_1	6
dfxtp_1	25
xnor2_1	16
inv_1	24
o21a_1	3
or3_1	2
a21o_1	13
and3_1	10
a211oi_1	4
a21oi_2	2
edfxtp_1	26
nand2_1	38
o211ai_1	5
nand3b_1	2
nand4b_1	2
buf_2	2
or4_1	2
a21oi_1	17
nor3_1	6
a2111oi_0	2
nor2b_1	4
xor2_1	24
nand3_1	22
-- final cells by class --
type,instances,share of cell area [%]
repair buffers,7,1.56
flip-flops and latches,51,32.0
clock inverters,1,0.156
clock buffers,7,2.43
inverters,24,2.25
multi-input cells,328,58.6
well taps,99,3.09
Power figures rest on the tool's default switching activity, not on a simulated workload.
