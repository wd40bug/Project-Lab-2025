`./constraint.sdc`:
```
current_design StepperDriver

set clk_period 3.5
set clk_io_pct 0.2

create_clock -name clk0 -period $clk_period [get_ports {clk}]

set non_clock_inputs [all_inputs -no_clocks]
set_input_delay [expr $clk_period * $clk_io_pct] -clock clk0 $non_clock_inputs
set_output_delay [expr $clk_period * $clk_io_pct] -clock clk0 [all_outputs]
```
`./run.sh`:
```
#!/bin/bash
# OpenROAD 26Q1-2900-gdf79404cd8, Yosys 0.63+post, stock flow scripts
make -C /OpenROAD-flow-scripts/flow DESIGN_CONFIG=/design/flow/config.mk WORK_HOME=/design/flow/orfs finish
```
`./design.v`:
```
module StepperDriver(
    input  wire clk,         
    input  wire enable,      
    input  wire dir,         
    output reg  [3:0] coil   
);
    parameter STEP_DELAY = 1_000_000; 
    reg [1:0] state = 3'b000;          
    reg [24:0] counter = 0;           
    always @(posedge clk) begin
        if (enable) begin
            if (counter >= STEP_DELAY) begin
                counter = 0;
                if (dir)
                    state = state + 1;        
                else 
                    state = state - 1;        
            end else begin
                counter = counter + 1;
            end
            case (state)
                0: coil = 4'b0001;
                1: coil = 4'b0010;
                2: coil = 4'b0100;
                3: coil = 4'b1000;
            endcase
        end else begin
            counter = 0;   
        end
    end
endmodule
```
`./config.mk`:
```
export PLATFORM = sky130hd
export DESIGN_NAME = StepperDriver
export DESIGN_NICKNAME = StepperDriver
export VERILOG_FILES = /design/flow/design.v
export SDC_FILE = /design/flow/constraint.sdc
export NUM_CORES = 4
export LEC_CHECK = 1
export CORE_AREA = 10 10 91 91
export DIE_AREA = 0 0 101 101
```
==> notes.org <==
#+TITLE: Physical design notes

** Power and ir drop
- Pleak :: 0.0005044 µW
- Total power normalized to cell area comes to 416.4 nW/µm².
- Internal power summed over all cells :: 534.3 µW
- The highest supply drop recorded on VDD is 0.1766 mV.
- Post-layout power :: 673.7 µW
- The switching portion of total power comes to 0.2069.
- The switching component of the power was reported as 139.4 µW.
- Part of the total power dissipated in sequential elements :: 0.574
- The power report attributes to the clock group a share of 0.376.
- Combinational power share :: 0.049

** Place
- Gp weighted congestion :: 0.7718
- Once detailed placement completed, the half-perimeter wirelength came to 1.596 mm.
- Buffers added on ports :: 6
- Cells after DPL :: 224

** GRT
- Largest net degree at the start of global routing :: 20
- Global routing usage summed across all routing layers :: 0.04571
- Summed over all layers, the global routing overflow is 0.
- Antenna violations before repair :: 0
- First-pass GRT wire length :: 4.015 mm
- The via count of the first global-routing pass was 925.

** Setup path
- CP delay by family, top :: simple AND/OR/NAND/NOR gates
- Type of element capturing the critical path :: flop
- Slowest stage cell on the critical path :: sky130_fd_sc_hd__or4b_1
- Highest fanout seen on the critical path :: 7
- The cell sequence reported for the critical path is and2_1 -> o21ai_0 -> a211oi_4 -> or4b_1 -> o31ai_1.
- According to the timing report, the arrival time at the worst endpoint equals 1.95 ns.
- Slowest cell delay on critical path :: 0.52 ns
- Count of buffer and inverter cells on the critical path :: 0
- Critical path launch point type :: flop
- For the worst setup path, the data required time is 3.60 ns.
- Type of the worst setup path :: flop to flop

** Layout
- Number of inserted filler cells in the final layout :: 644
- Area delta synth->final :: 16.17%
- Final std cells w/o fill :: 232
- Layout cells sized above 1 :: 0.08387

** Die
- Height of the chip :: 101 µm
- Top-level port count :: 7
- Per the OpenROAD floorplan log, the area of the die is 10,200 µm².
- Fraction of the core area occupied by cells at floorplan :: 0.2193
- Number of placement rows :: 29
- Core region area :: 6350 µm²
- The horizontal die dimension reported for this design is 101 µm.

** Final timing
- Pins over their slew limit in the final report were tallied at 0.
- After routing, the total negative slack on setup checks comes to 0 ns.
- Hold-check failures listed in the final report amount to 0.
- Measured against its own limit, the worst slew margin works out to 0.6482.
- Subtracting the final worst setup slack from the clock period gives 1.847 ns.
- Max Clk Rate :: 541.4 MHz
- Slew of the pin with the lowest slew margin :: 0.5237 ns
- Worst Clk Skew :: 0.001101 ns
- Setup repair after global routing left no endpoint under its margin.
- Per the finish-stage timing summary, setup violations number 0.
- Post-route fraction of the period consumed by the critical path :: 0.5278

** Yosys
- Top cell types by occurrence after synthesis :: 25 x sky130_fd_sc_hd__dfxtp_1, 23 x sky130_fd_sc_hd__nor2_1, 11 x sky130_fd_sc_hd__xnor2_1, 10 x sky130_fd_sc_hd__xor2_1, 9 x sky130_fd_sc_hd__nand3_1
- sky130_fd_sc_hd__dfxtp_1 takes more of the synthesized area than any other cell.
- Synthesis instantiated 40 different standard cells from the library.
- The number of cells reported by Yosys stat comes to 141.
- Total of flip-flops plus latches after synthesis :: 31
- Leading cell type by number of instances after synthesis :: sky130_fd_sc_hd__dfxtp_1
- Top-area cell share :: 0.3594
- Sequential element share of the synthesized area :: 0.4888
- Number of cells produced by synthesis :: 141
- The warning tally printed by Yosys for this design is 1.
- The stat command in Yosys gives a chip area of 1393 µm².
- In the synthesized netlist the async set-or-reset flop fraction comes to 0.
- In this run the cell area of the synthesized design comes to 1393 µm².
- Average cell area after synthesis :: 9.876 µm²
- Counting flops with a built-in enable in the synthesized netlist gives 6.
- The synthesis report names the predominant flop master as sky130_fd_sc_hd__dfxtp_1.
- Sorting the synthesized cells by area gives the leading types as sky130_fd_sc_hd__dfxtp_1 36%, sky130_fd_sc_hd__edfxtp_1 13%, sky130_fd_sc_hd__xnor2_1 6.9%, sky130_fd_sc_hd__xor2_1 6.3%, sky130_fd_sc_hd__nor2_1 6.2%.

** CTS
- In this run, post-CTS repair resized a total of 0 instances.
- On the worst setup and hold paths after CTS, the clock-pin slew comes to 0.06 ns.
- Number of buffers inserted for hold repair after clock tree synthesis :: 0
- The H-tree was split into 2 levels.
- The clock passes through at most 2 buffers.
- Clock tree from TritonCTS :: built
- Number of buffers inserted during clock tree synthesis :: 5
- The clock reaches the later pin of the worst-skew pair after 0.27 ns.
- CTS saw 31 sinks.
- Root buffer cell :: sky130_fd_sc_hd__clkbuf_8
- Looking at the post-CTS report, the setup buffer insertion count equals 0.

** Routing
- Per the log, the first TritonRoute iteration ended with a DRC count of 47.
- Summing over every cut layer, the via total after detailed routing is 969.
- Per the detail_route report, inserted antenna diodes total 0.
- Routed length per instance :: 9.690 µm
- Total wirelength of the detailed-routed design :: 2.248 mm
- Post-route DRC violation count :: 0
- Nets still carrying antenna violations after routing amount to 0.
- Detailed-route vias per instance :: 4.177
- Detailed-router iteration count before antenna repair :: 4

** Hold path
- The min-delay analysis places its worst path in the category flop to flop.

** Job
- Number of violations of the max-capacitance limit :: 0
- Stage-log warning count :: 26

** Status
- The flow ran to the end, and the final reports show no timing, DRC or antenna violations.
==> flip-flops by register name, indices dropped and copies added, names as in the netlist <==
register,count
coil,4
state,2
counter,25
==> layout make-up <==
class | count | area, µm² | share of cell area
multi-input cells | 106 | 685.7 | 0.4238
flip-flops and latches | 31 | 680.7 | 0.4207
well taps | 77 | 96.34 | 0.05955
clock buffers | 6 | 72.57 | 0.04486
repair buffers | 6 | 60.06 | 0.03712
inverters | 4 | 15.01 | 0.009281
clock inverters | 2 | 7.507 | 0.004640
==> metal layers <==
layer	global-route usage	wire (µm)
met2	0.06634	937
met5	0	0
met1	0.06502	1157
met4	0.007503	23
met3	0.01663	129
==> power by group through the flow <==
stage | Combinational (µW) | Clock, µW | Sequential (µW)
finish | 33.3 | 253 | 387
CTS | 34.3 | 263 | 387
global route | 38.2 | 278 | 388
==> worst reg2reg max path, delay by kind of cell, from the launching register on <==
kind	cells	cell delay, ns
AOI/OAI and AO/OA	3	0.64
and+or+nand+nor	2	0.70
DFF	1	0.34
==> through the flow <==
step	utilization	cell area (µm²)	hold WS, ns	setup WS [ns]
after floorplan	-	1408	0.4407	1.807
after global placement	0.2422	1538	0.4631	1.460
after detailed placement	0.2422	1538	0.4729	1.429
after CTS	0.2548	1618	0.4821	1.634
after global routing	0.2548	1618	0.4981	1.515
final	0.2548	1618	0.4826	1.653
==> cell usage in the layout (no fill, tap or decap), types with 2 or more instances in the layout <==
cell and count:
sky130_fd_sc_hd__nor2_1 23, sky130_fd_sc_hd__xor2_1 10, sky130_fd_sc_hd__dfxtp_1 25, sky130_fd_sc_hd__ha_1 2
sky130_fd_sc_hd__nand3_1 9, sky130_fd_sc_hd__nor3_1 3, sky130_fd_sc_hd__clkdlybuf4s50_1 6, sky130_fd_sc_hd__xnor2_1 11
sky130_fd_sc_hd__o31ai_1 2, sky130_fd_sc_hd__o21ai_1 3, sky130_fd_sc_hd__nor4_1 3, sky130_fd_sc_hd__edfxtp_1 6
sky130_fd_sc_hd__inv_1 4, sky130_fd_sc_hd__clkinv_1 2, sky130_fd_sc_hd__and4_1 2, sky130_fd_sc_hd__nand2_1 6
sky130_fd_sc_hd__conb_1 5, sky130_fd_sc_hd__clkbuf_8 5, sky130_fd_sc_hd__nand4_1 6
==> cell families (layout without fill, tap and decap cells) <==
logic type / after synthesis / in the layout / synth area share
compound gates: 14 / 14 / 0.08356
simple gates: 64 / 64 / 0.2453
flops: 31 / 31 / 0.4888
other cells: 1 / 5 / 0.002693
buf+inv: 8 / 18 / 0.02965
fa+ha+maj: 2 / 2 / 0.01797
xor+xnor: 21 / 21 / 0.1321
==> worst paths after layout <==
path | startpoint | endpoint | slack, ns | depth (start not counted)
min reg2reg | counter[0]$_SDFF_PP0_ | counter[0]$_SDFF_PP0_ | 0.48 | 1
max | counter[13]$_SDFF_PP0_ | coil[2]$_DFFE_PP_ | 1.65 | 5
max reg2reg | counter[13]$_SDFF_PP0_ | coil[2]$_DFFE_PP_ | 1.65 | 5
min | counter[0]$_SDFF_PP0_ | counter[0]$_SDFF_PP0_ | 0.48 | 1
Power and IR drop assume default switching activity.
