$ cat flow/constraint.sdc
current_design ultrasonic

set clk_period 5.7
set clk_io_pct 0.2

create_clock -name clk0 -period $clk_period [get_ports {clk}]

set non_clock_inputs [all_inputs -no_clocks]
set_input_delay [expr $clk_period * $clk_io_pct] -clock clk0 $non_clock_inputs
set_output_delay [expr $clk_period * $clk_io_pct] -clock clk0 [all_outputs]
$ cat flow/config.mk
export PLATFORM = sky130hd
export DESIGN_NAME = ultrasonic
export DESIGN_NICKNAME = ultrasonic
export VERILOG_FILES = /design/flow/design.v
export SDC_FILE = /design/flow/constraint.sdc
export NUM_CORES = 4
export LEC_CHECK = 1
export CORE_UTILIZATION = 40
$ cat flow/run.sh
#!/bin/bash
# OpenROAD 26Q1-2900-gdf79404cd8, Yosys 0.63+post, stock flow scripts
make -C /OpenROAD-flow-scripts/flow DESIGN_CONFIG=/design/flow/config.mk WORK_HOME=/design/flow/orfs finish
$ cat flow/design.v
`timescale 1ns / 1ps
module countdown #(parameter TIMEOUT = 32'hFFFFFFFF) (
    input clk,
    input reset,
    output reg sig = 0
);
  reg [31:0] accum;
  always @(posedge clk) begin
    if (reset) begin
      sig = 0;
      accum = TIMEOUT;
    end else if (!sig) begin
      if (accum > 0) begin
        accum <= accum - 1;
      end else begin
        sig = 1;
      end
    end
  end
endmodule
`timescale 1ns / 1ps
module ultrasonic #(
    parameter DISTANCE = 32'h0000FFFF,
    parameter MAX_ECHO = 32'hFFFFFFFF
) (
    input reset,
    clk,
    echo,
    output reg trig = 0,
    output reg detected = 0
);
  localparam PRIME = 3'b000;
  localparam TRIGGER = 3'b001;
  localparam LISTEN = 3'b010;
  localparam ECHO = 3'b011;
  localparam STOPPED = 3'b100;
  localparam WAIT_CYCLES = 20'd10000;
  localparam TRIG_CYCLES = 20'd1000;
  reg  wait_reset = 0;
  wire wait_signal;
  countdown #(WAIT_CYCLES) wait_countdown (
      clk,
      wait_reset,
      wait_signal
  );
  reg [3:0] countdown_delay = 4'hF;
  reg trig_reset = 1;
  wire trig_signal;
  countdown #(TRIG_CYCLES) trig_countdown (
      clk,
      trig_reset,
      trig_signal
  );
  reg [31:0] counter = 0;
  reg [ 2:0] state = PRIME;
  initial begin
    state = PRIME; wait_reset = 0; trig_reset = 1; detected = 0;;
  end
  always @(posedge clk) begin
    case (state)
      PRIME: begin
        if (wait_signal == 1) begin
          state = TRIGGER;
          wait_reset = 1;
          trig_reset = 0;
          trig = 1;
        end
      end
      TRIGGER: begin
        if (trig_signal == 1) begin
          state = LISTEN;
          trig_reset = 1;
          trig = 0;
        end
      end
      LISTEN: begin
        if (echo == 1) begin
          state   = ECHO;
          counter = 0;
        end
      end
      ECHO: begin
        if (counter != MAX_ECHO) begin
          counter = counter + 1;
        end
        if (echo == 0) begin
          if (counter <= DISTANCE) begin
            counter = 0;
            state = STOPPED;
            detected = 1;
          end else begin
            state = PRIME; wait_reset = 0; trig_reset = 1; detected = 0;;
          end
        end
      end
      STOPPED: begin
      end
      default: begin
      end
    endcase
    if (reset == 1) begin
      state = PRIME; wait_reset = 0; trig_reset = 1; detected = 0;;
    end
  end
endmodule
==> results.json <==
{
  "top_area_frac": 0.2607,
  "fin_crit_ps": 3450,
  "instances_no_fill": 783,
  "slew_headroom": 0.4926,
  "cap_violations": 0,
  "tns_ps": 0,
  "worst_slew_pin_slew_ps": 755.3,
  "rsz0062_at_grt": "false",
  "drt_iter0_markers": 212,
  "final_hold_viol_count": 0,
  "path_max_fanout": 16,
  "flop_cell": "dfxtp_1",
  "grt_pass1_wl_microns": 17570,
  "fp-utilization": 0.4142,
  "synthCells": 606,
  "post-cts-setup-buffers": 0,
  "fin_area_sq_um": 5973,
  "ant_nets": 0,
  "worstPathRequired_ps": 5780,
  "clk_latency_ps": 360,
  "place_area_sq_um": 5698,
  "slew_viol_final": 0,
  "die_h_microns": 119.6,
  "fin_worst_skew_ps": 8.563,
  "vias": 4153,
  "pwr_density_cell_nw_per_um2": 279.5,
  "ys_top_cells_by_count": "nor2_1, dfxtp_1, nand2_1",
  "warning_count": 25,
  "ios": 5,
  "wl_microns": 10270,
  "via_per_inst": 5.304,
  "xor_share": 0.1188,
  "status": "finished clean",
  "synth_cell_type_count": 67,
  "coreArea_sq_um": 13350,
  "dr.pass1.iters": 5,
  "grt_pass1_vias": 3757,
  "rows": 42,
  "grt_remaining_overflow": 0,
  "synth_top_cell_by_area": "dfxtp_1",
  "yosysWarnings": 3,
  "arrival_ps": 3530,
  "clk_pin_slew_ps": 70,
  "drc": 0,
  "area_growth_pct": 8.034,
  "ys_sh_simple": 0.3087,
  "cts_sinks": 105,
  "detailedPlace.worstSlack_ps": 2294,
  "die-area_sq_um": 14300,
  "edf_count": 33,
  "grt_max_degree": 36,
  "power_leakage_uw": 0.002064,
  "cts-hold-fix-buffers": 0,
  "antenna_found_initial": 0,
  "diodes": 0,
  "grtUsageTotal": 0.1518,
  "muxShareOfSynthArea": 0.01018,
  "syn_area_sq_um": 5529,
  "cp-end-kind": "register",
  "crit_type": "register to register",
  "ctsHtreeMaxLevel": 3,
  "ctsResizeCount": 0,
  "hold_path_class": "register to register",
  "compound_area_frac": 0.08599,
  "numCtsBuffers": 9,
  "fin_crit_sh": 0.6053,
  "ys_cells": 606,
  "cts_tree": "done",
  "synth_flops": 105,
  "setup_violations": 0,
  "synth-area-yosys_sq_um": 5529,
  "ys_seq_share": 0.4399,
  "logic_area_sq_um": 2938,
  "fmax_mhz": 289.8,
  "post-synth-top-count-cell": "nor2_1",
  "vdd_drop_max_v": 0.0001793,
  "placed_cells": 767,
  "fillers": 1274,
  "utilization": 0.4475,
  "clockRootBuffer": "clkbuf_16",
  "top_cells_by_area": "dfxtp_1, edfxtp_1, nor2_1",
  "seqCellArea_sq_um": 2432,
  "gp_congestion": 0.8747,
  "async_flop_share": 0,
  "port_buffers": 4,
  "avgRoutedWirePerCell_microns": 13.12,
  "top_logic_kind": "simple AND/OR/NAND/NOR gates",
  "dp_hpwl_microns": 6819,
  "fin_ws_ps": 2250,
  "die_w_microns": 119.6,
  "drive_gt1_frac": 0.09226,
  "postSynthAreaPerCell_sq_um": 9.124,
  "startpoint_type": "register",
  "cts_max_path_buffers": 2,
  "adder_share": 0.006789
}
state kept, by name, summed over array words and instances, names as in the netlist:
name                  flops
counter                  32
detected                  1
state                     3
trig                      1
trig_countdown.accum     32
trig_countdown.sig        1
trig_reset                1
wait_countdown.accum     32
wait_countdown.sig        1
wait_reset                1
stage by stage:
stage	hold WS [ps]	power [uW]
after floorplan	401.4	1052
after global placement	447.1	1089
after detailed placement	453.6	1098
after CTS	463.0	1687
after global routing	495.6	1759
final	457.9	1669
layer usage:
layer,up-vias,track usage,wire (microns)
met3,15,0.02573,265
met4,0,0.02813,210
met5,-,0,0
met1,1949,0.2475,5440
met2,38,0.2211,4354
li1,2151,-,-
critical path, stage by stage, from the launching register on:
cell	delay [ps]
edfxtp_1	410
ha_1	290
nand4_4	170
nor3_4	360
nand4_2	570
nand3_1	340
mux2i_1	240
nand4_2	170
o21bai_4	510
nor3_1	120
logic make-up (layout without fill, tap and decap cells):
logic type	after synthesis	count (layout)
muxes	5	5
AOI/OAI and AO/OA	69	69
DFF	105	105
xor gates and xnor gates	75	75
adders and majority gates	3	3
buffers and inverters	33	34
and+or+nand+nor	316	316
path summary, 6_finish.rpt:
kind | from | endpoint | slack [ps] | cells past startpoint
min | trig_countdown.accum[14]$_SDFFE_PP0P_ | trig_countdown.accum[14]$_SDFFE_PP0P_ | 460 | 2
min reg2reg | trig_countdown.accum[14]$_SDFFE_PP0P_ | trig_countdown.accum[14]$_SDFFE_PP0P_ | 460 | 2
max reg2reg | counter[0]$_SDFFCE_PN0P_ | counter[12]$_SDFFCE_PN0P_ | 2250 | 9
max | counter[0]$_SDFFCE_PN0P_ | counter[12]$_SDFFCE_PN0P_ | 2250 | 9
placed cells by master (no fill, tap or decap), drive strengths merged, types with 11 or more instances in the layout:
master | netlist | layout
nor4 | 19 | 19
xnor2 | 37 | 37
nand3 | 23 | 23
edfxtp | 33 | 33
or3 | 11 | 11
and3 | 11 | 11
nand4 | 17 | 17
inv | 10 | 14
nor3 | 27 | 27
nand2 | 43 | 43
o21ai | 15 | 15
dfxtp | 72 | 72
nor2 | 110 | 110
xor2 | 38 | 38
a21oi | 30 | 30
where the power goes:
part           leakage [uW]  switching (uW)  internal (uW)
registers          0.000865            50.8            824
clock network      0.000138             287            302
logic               0.00106             116           90.4
total               0.00206             453           1220
layout make-up:
class	instances	area share
multi-input combinational	468	0.4918
tap	176	0.03687
clock buffer	10	0.03833
timing repair buffer	8	0.01173
sequential	105	0.4072
inverter	10	0.006284
clock inverter	6	0.007750
No activity file was given, so power comes from the tool's default toggle rates.
